[design/flow/run.sh]
#!/bin/bash
# OpenROAD 26Q1-2900-gdf79404cd8, Yosys 0.63+post, stock flow scripts
make -C /OpenROAD-flow-scripts/flow DESIGN_CONFIG=/design/flow/config.mk WORK_HOME=/design/flow/orfs finish
[design/flow/config.mk]
export PLATFORM = sky130hd
export DESIGN_NAME = grayscale
export DESIGN_NICKNAME = grayscale
export VERILOG_FILES = /design/flow/design.v
export SDC_FILE = /design/flow/constraint.sdc
export NUM_CORES = 4
export LEC_CHECK = 1
export CORE_UTILIZATION = 40
[design/flow/constraint.sdc]
current_design grayscale

set clk_period 1.5
set clk_io_pct 0.2

create_clock -name clk0 -period $clk_period [get_ports {clk}]

set non_clock_inputs [all_inputs -no_clocks]
set_input_delay [expr $clk_period * $clk_io_pct] -clock clk0 $non_clock_inputs
set_output_delay [expr $clk_period * $clk_io_pct] -clock clk0 [all_outputs]
[design/flow/design.v]
module grayscale#(
  FRAME_WIDTH  = 640,      
  FRAME_HEIGHT = 480,      
  PIX_WIDTH    =  24       
)(
  input                          clk      ,  
  input                          rst_n    ,  
  input                          pix_val  ,  
  input                          pix_sof  ,  
  input                          pix_eof  ,  
  input                          pix_sol  ,  
  input                          pix_eol  ,  
  input      [ PIX_WIDTH   -1:0] pix_data ,  
  output reg                     gray_val ,  
  output reg                     gray_sof ,  
  output reg                     gray_eof ,  
  output reg                     gray_sol ,  
  output reg                     gray_eol ,  
  output reg [(PIX_WIDTH/3)-1:0] gray_data   
);
wire [7:0] pix_red  ;   
wire [7:0] pix_blue ;   
wire [7:0] pix_green;   
wire [18:0] weighted_red  ; 
wire [18:0] weighted_green;
wire [18:0] weighted_blue ;
wire [18:0] weighted_sum  ;
reg [$clog2(FRAME_WIDTH )-1:0] x_pos;
reg [$clog2(FRAME_HEIGHT)-1:0] y_pos;
reg first_pixel;
reg pix_val_d;
reg pix_sof_d;
reg pix_eof_d;
reg pix_sol_d;
reg pix_eol_d;
reg first_pixel_d;
assign pix_red   = pix_data[23:16];
assign pix_green = pix_data[15: 8];
assign pix_blue  = pix_data[ 7: 0];
assign weighted_red   = (pix_red   << 9) + (pix_red   << 6) + (pix_red   << 5) + (pix_red   << 2) + pix_red;                         
assign weighted_green = (pix_green << 10) + (pix_green << 7) + (pix_green << 5) + (pix_green << 4) + (pix_green << 1) + pix_green;   
assign weighted_blue  = (pix_blue  << 7) + (pix_blue  << 6) + (pix_blue  << 5) + (pix_blue  << 3) + (pix_blue  << 1);                
assign weighted_sum = weighted_red + weighted_green + weighted_blue;
always @(posedge clk or negedge rst_n)
if (~rst_n)             first_pixel <= 1'b1; else
if (pix_val && pix_sof) first_pixel <= 1'b0;
always @(posedge clk or negedge rst_n)
if (~rst_n) first_pixel_d <= 1'b1; else
            first_pixel_d <= first_pixel;
always @(posedge clk or negedge rst_n)
if (~rst_n)    x_pos <= 'd0;        else
if (pix_val) begin
  if (pix_sof) x_pos <= 'd0;        else
  if (pix_sol) x_pos <= 'd0;        else
  if (pix_eol) x_pos <= 'd0;        else
  if (pix_eof) x_pos <= 'd0;        else
               x_pos <= x_pos + 'd1;
end
always @(posedge clk or negedge rst_n)
if (~rst_n)    y_pos <= 'd0;         else
if (pix_val) begin
  if (pix_sof) y_pos <= 'd0;         else
  if (pix_sol) y_pos <= y_pos + 'd1; else
  if (pix_eof) y_pos <= 'd0;
end 
always @(posedge clk or negedge rst_n)
if (~rst_n) pix_val_d <= 'd0; else
            pix_val_d <= pix_val;
always @(posedge clk or negedge rst_n)
if (~rst_n) pix_sof_d <= 'd0; else
            pix_sof_d <= pix_sof;
always @(posedge clk or negedge rst_n)
if (~rst_n) pix_eof_d <= 'd0; else
            pix_eof_d <= pix_eof;
always @(posedge clk or negedge rst_n)
if (~rst_n) pix_sol_d <= 'd0; else
            pix_sol_d <= pix_sol;
always @(posedge clk or negedge rst_n)
if (~rst_n) pix_eol_d <= 'd0; else
            pix_eol_d <= pix_eol;
always @(posedge clk or negedge rst_n)
if (~rst_n) gray_val <= 'd0; else
            gray_val <= pix_val_d;
always @(posedge clk or negedge rst_n)
if (~rst_n)                                  gray_sof <= 1'd0; else
if (pix_val_d && pix_sof_d && first_pixel_d) gray_sof <= 1'b1; else
                                             gray_sof <= 1'b0;
always @(posedge clk or negedge rst_n)
if (~rst_n) gray_eof <= 'd0; else
            gray_eof <= pix_eof_d;
always @(posedge clk or negedge rst_n)
if (~rst_n) gray_sol <= 'd0; else
            gray_sol <= pix_sol_d;
always @(posedge clk or negedge rst_n)
if (~rst_n) gray_eol <= 'd0; else
            gray_eol <= pix_eol_d;
always @(posedge clk or negedge rst_n)
if (~rst_n ) gray_data <= 'd0;       else
if (pix_val) gray_data <= weighted_sum[18:11];
endmodule
==> PnR_summary.wiki <==
== Metrics ==
{| class="wikitable"
! Metric !! Value
|-
| Critical Path RT || 1.69 ns
|-
| Share of cells above drive strength 1 || 30.3%
|-
| Post-detail-place hpwl || 6940 um
|-
| Area of the core || 9730 um^2
|-
| Flip-flops with a built-in enable || 0
|-
| First-pass iteration count of the detailed router || 4
|-
| Worst-case hold slack || 0.296 ns
|-
| I/O pins || 44
|-
| Yosys cell types || 39
|-
| Number of diodes added for antenna fixing || 0
|-
| Final setup slack of the worst path || -3.22 ns
|-
| Critical R2R Launch || gray_data[3]$_DFFE_PN0P_
|-
| Minimum period implied by the final worst setup slack || 4.72 ns
|-
| Leading post-synthesis cells by instance count || sky130_fd_sc_hd__inv_1 (113), sky130_fd_sc_hd__fa_1 (92), sky130_fd_sc_hd__ha_1 (52), sky130_fd_sc_hd__dfrtp_1 (18)
|-
| Clock transition at the registers of the reported paths || 0.07 ns
|-
| Reg-to-Reg End || gray_data[3]$_DFFE_PN0P_
|-
| Number of port buffers || 43
|-
| Top_reg_cell synth || sky130_fd_sc_hd__dfrtp_1
|-
| Placed cells || 604
|-
| Worst skew pair latency || 0.25 ns
|-
| Core Util at FP || 41.0%
|-
| Post-synth area from yosys stat || 3990 um^2
|-
| Status || finished, violations left
|-
| Number of antenna violations at the first check in global routing || 0
|-
| Maximum fanout along the worst path || 7
|-
| Finished Core Util || 55.6%
|-
| Critical setup path kind || input port to flip-flop
|-
| Routability cong. || 0.857
|-
| Overall die height || 102 um
|-
| Combined area of all synthesized cells || 3990 um^2
|-
| Area grow syn2layout || 35.8%
|-
| Largest net degree at the start of global routing || 15
|-
| Clock tree from TritonCTS || done
|-
| Maximum clock frequency || 0.212 GHz
|-
| Setup total negative slack || -25.42 ns
|-
| Post-layout period usage || 315%
|-
| 1st-iter DRT viols || 71
|-
| Root Buffer || sky130_fd_sc_hd__clkbuf_8
|-
| Overall chip area || 10400 um^2
|-
| Synthesized registers || 20
|-
| Crit. End Element || flip-flop
|-
| Total global-route track usage || 17.9%
|-
| DRC errors left || 0
|-
| First-pass GRT wire length || 13500 um
|-
| Synth Area per Inst || 10.9 um^2
|-
| Final Max Slew Viols || 0
|-
| Hold-fix buffer count after cts || 0
|-
| Flop2flop setup slack || 0.65 ns
|-
| Grt total ovfl || 0
|-
| Clock tree skew after final layout || 0.00663 ns
|-
| Crit path launch type || input port
|-
| Failing checks || setup timing
|-
| Final hold violation count || 0
|-
| Level count of the clock H-tree || 1
|-
| Total number of warnings across the stage logs || 28
|-
| Setup repair after global routing missed its margin || true
|-
| DRT antenna net count || 0
|-
| Via count of the first global-routing pass || 2995
|-
| Relative slew slack || 77.9%
|-
| Tightest Hold Check Type || input port to async pin
|-
| Cell count in the Yosys report || 364
|-
| Total setup violations reported at the end of the flow || 8
|-
| Largest buffer count on any clock path || 2
|-
| FP Rows || 36
|-
| Vias post-DR || 2841
|-
| Dominant cells by area after synthesis || sky130_fd_sc_hd__fa_1 (46%), sky130_fd_sc_hd__ha_1 (16%), sky130_fd_sc_hd__dfrtp_1 (11%)
|-
| Pin slew with the least headroom to its limit || 0.332 ns
|-
| Leading area contributor after synthesis || sky130_fd_sc_hd__fa_1
|-
| Routed Wire Length || 7700 um
|-
| Share of async-settable or async-resettable flops after synthesis || 100%
|-
| Die width || 102 um
|-
| Routed length per instance || 12.4 um
|-
| Sink count of the clock tree || 20
|-
| Synthesized instance count || 364
|-
| Via density || 4.57
|-
| Synth warn || 1
|-
| Number of buffers added by the clock tree synthesis step || 3
|-
| Post-synthesis cell type with the largest instance count || sky130_fd_sc_hd__inv_1
|-
| Proportion of synthesized chip area in sequential cells || 12.6%
|-
| Arrival time worst endpoint || 4.91 ns
|-
| Number of maximum-capacitance constraint violations || 0
|-
| Top area contributor share || 46.2%
|-
| Reg2Reg Depth || 2
|-
| Final instance count without filler cells || 622
|}
==> repair_timing <==
action	in CTS	in global routing
gates resized	111	18
pin swaps	27	18
setup buffers	13	1
endpoints found under the setup margin	8	8
==> registers in the layout, summed over array words and instances, names as in the netlist <==
| register | cells |
|---|---|
| gray_data | 8 |
| first_pixel | 1 |
| first_pixel_d | 1 |
| gray_eof | 1 |
| gray_eol | 1 |
| gray_sof | 1 |
| gray_sol | 1 |
| gray_val | 1 |
| pix_eof_d | 1 |
| pix_eol_d | 1 |
| pix_sof_d | 1 |
| pix_sol_d | 1 |
| pix_val_d | 1 |
==> area by class of cell <==
type | instances | area [um^2]
Fill cell | 835 | 4320
Multi-Input combinational cell | 228 | 3220
Timing Repair Buffer | 124 | 1020
Sequential cell | 20 | 503
Inverter | 113 | 442
Tap cell | 133 | 166
Clock buffer | 4 | 55.1
==> worst max path at each step <==
stage             from                  endpoint  slack, ns  depth (start not counted)
5_1_grt   pix_data[10]  gray_data[5]$_DFFE_PN0P_      -3.38                         20
6_report  pix_data[10]  gray_data[5]$_DFFE_PN0P_      -3.22                         20
4_1_cts   pix_data[10]  gray_data[6]$_DFFE_PN0P_      -3.30                         20
==> worst max-delay path, stage by stage <==
cell,delay (ns)
sky130_fd_sc_hd__buf_8,0.10
sky130_fd_sc_hd__fa_1,0.53
sky130_fd_sc_hd__inv_1,0.05
sky130_fd_sc_hd__fa_1,0.49
sky130_fd_sc_hd__inv_2,0.05
sky130_fd_sc_hd__fa_1,0.53
sky130_fd_sc_hd__inv_1,0.05
sky130_fd_sc_hd__fa_1,0.47
sky130_fd_sc_hd__inv_1,0.05
sky130_fd_sc_hd__fa_1,0.47
sky130_fd_sc_hd__inv_1,0.05
sky130_fd_sc_hd__fa_2,0.52
sky130_fd_sc_hd__inv_2,0.04
sky130_fd_sc_hd__ha_4,0.26
sky130_fd_sc_hd__nand4_4,0.07
sky130_fd_sc_hd__nor4_4,0.15
sky130_fd_sc_hd__buf_6,0.18
sky130_fd_sc_hd__o21ai_4,0.06
sky130_fd_sc_hd__or4_1,0.40
sky130_fd_sc_hd__nand3_1,0.08
==> layout by cell type (no fill, tap or decap), types with 3 or more instances in the layout <==
cell type | Yosys | layout
sky130_fd_sc_hd__inv_1 | 113 | 99
sky130_fd_sc_hd__fa_1 | 92 | 85
sky130_fd_sc_hd__buf_4 | 0 | 73
sky130_fd_sc_hd__ha_1 | 52 | 45
sky130_fd_sc_hd__clkdlybuf4s50_1 | 0 | 20
sky130_fd_sc_hd__dfrtp_1 | 18 | 18
sky130_fd_sc_hd__nand2_1 | 11 | 11
sky130_fd_sc_hd__buf_6 | 2 | 11
sky130_fd_sc_hd__nor2_1 | 11 | 10
sky130_fd_sc_hd__inv_2 | 0 | 9
sky130_fd_sc_hd__buf_2 | 0 | 8
sky130_fd_sc_hd__fa_2 | 0 | 7
sky130_fd_sc_hd__ha_4 | 0 | 7
sky130_fd_sc_hd__dlygate4sd2_1 | 0 | 6
sky130_fd_sc_hd__a21oi_1 | 7 | 5
sky130_fd_sc_hd__nand3_1 | 5 | 5
sky130_fd_sc_hd__clkinvlp_4 | 0 | 4
sky130_fd_sc_hd__clkbuf_8 | 0 | 4
sky130_fd_sc_hd__o21ai_0 | 5 | 3
sky130_fd_sc_hd__o211ai_1 | 3 | 3
sky130_fd_sc_hd__xnor2_1 | 3 | 3
==> metal layers <==
layer	vias to the layer above	global-route usage, %	share of wire (%)
li1	1366	-	-
met1	1408	28.5	45
met2	67	25.5	46
met3	0	8.21	9.1
met4	0	0.220	0
met5	-	0	0
==> metrics by stage <==
step | worst slack [ns] | area [um^2]
after floorplan | -3.29 | 4000
after global placement | -4.03 | 5070
after detailed placement | -4.07 | 5070
after CTS | -3.30 | 5360
after global routing | -3.38 | 5410
final | -3.22 | 5410
==> cell families after synthesis <==
kind of cell / count (synthesis) / synth area share [%]
buffers and inverters: 116 / 11.5
xor gates and xnor gates: 5 / 1.10
and+or+nand+nor: 42 / 5.71
muxes: 1 / 0.283
adders and majority gates: 144 / 62.5
AOI/OAI and AO/OA: 36 / 6.22
DFF: 20 / 12.6
